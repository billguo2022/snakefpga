## flow/config.mk

```make
export PLATFORM = sky130hd
export DESIGN_NAME = display_controller
export DESIGN_NICKNAME = display_controller
export VERILOG_FILES = /design/flow/design.v
export SDC_FILE = /design/flow/constraint.sdc
export NUM_CORES = 4
export LEC_CHECK = 1
export CORE_AREA = 10 10 87 87
export DIE_AREA = 0 0 97 97
```

## flow/design.v

```verilog
`timescale 1ns / 1ps
module display_controller(
	input clk,
	output hSync, vSync,
	output reg bright,
	output reg[9:0] hCount, 
	output reg [9:0] vCount  
	);
	reg pulse;
	reg clk25;
	initial begin  
		clk25 = 0;
		pulse = 0;
	end
	always @(posedge clk)
		pulse = ~pulse;
	always @(posedge pulse)
		clk25 = ~clk25;
	always @ (posedge clk25)
		begin
		if (hCount < 10'd799)
			begin
			hCount <= hCount + 1;
			end
		else if (vCount < 10'd524)
			begin
			hCount <= 0;
			vCount <= vCount + 1;
			end
		else
			begin
			hCount <= 0;
			vCount <= 0;
			end
		end
	assign hSync = (hCount < 96) ? 0:1;
	assign vSync = (vCount < 2) ? 0:1;
	always @(posedge clk25)
		begin
		if(hCount > 10'd143 && hCount < 10'd784 && vCount > 10'd34 && vCount < 10'd516)
			bright <= 1;
		else
			bright <= 0;
		end	
endmodule
```

## flow/constraint.sdc

```tcl
current_design display_controller

set clk_period 1.0
set clk_io_pct 0.2

create_clock -name clk0 -period $clk_period [get_ports {clk}]

set non_clock_inputs [all_inputs -no_clocks]
set_input_delay [expr $clk_period * $clk_io_pct] -clock clk0 $non_clock_inputs
set_output_delay [expr $clk_period * $clk_io_pct] -clock clk0 [all_outputs]
```

## flow/run.sh

```bash
#!/bin/bash
# OpenROAD 26Q1-2900-gdf79404cd8, Yosys 0.63+post, stock flow scripts
make -C /OpenROAD-flow-scripts/flow DESIGN_CONFIG=/design/flow/config.mk WORK_HOME=/design/flow/orfs finish
```

==> deck_impl_summary.md <==
Physical Implementation Snapshot

Outcome
  • Status: finished clean

Clock network
  • Worst-path clk slew: 0 ns
  • Clock latency on the worst-skew pair: 0 ns
  • Setup Fix Bufs, Post-CTS: 0
  • CTS resizes: 0
  • Hold Buf Count CTS: 0

Route
  • Antenna cells: 0
  • Via/cell ratio: roughly 4.4
  • Antenna-violating nets left: 0
  • Via count: 926
  • Drt first pass iters: 4
  • Post-detailed-route DRC marker count: 0
  • Wirelength, routed: 2540 um
  • Routed length per instance: 12.0 um
  • Iter 0 DRT Violations: approximately 60

Power
  • Combinational share of power: 0%
  • PwrDens: 28.1 nW/um^2
  • Sequential Power Share: around 100%
  • Clock power share: 0%
  • Switching Fraction: 0%
  • Lkg Pwr: roughly 0.5 nW
  • Internal power: 40.7 uW
  • P_sw: 0 uW
  • Design Power: around 41 uW
  • Peak VDD IR: 170 uV

Timing
  • RSZ-0062 raised after global routing: false
  • Final tally of setup violations: 0
  • Worst-Margin Slew: about 0.67 ns
  • F_max: roughly 2200 MHz
  • Rel. slew slack: 55.3%
  • Register pins left without a clock: 22
  • Worst clock skew: 0 ns
  • Setup TNS Final: 0 ns
  • Final Hold Viols: 0
  • Number of unconstrained endpoints: 55
  • Tmin final: 0.445 ns
  • Cycle use final: roughly 45%
  • Fin. max-slew vios: 0

Die
  • Pre-Place Util: 20.3%
  • # rows: 27
  • DIE WIDTH: 97 um
  • Die Y-Extent: 97 um
  • Core ar.: approximately 5600 sq um
  • I/O pin total: 24
  • Die area: between 9000 and 10,000 sq um

GRT
  • Grt peak-use layer: met2
  • GRT Overall Usage: 5.01%
  • Global-route met1 utilization: approximately 7.8%
  • Vias in the first global route: 839
  • Initial antenna violation count: 0
  • First-pass GRT wire length: 4240 um
  • M3 GR Usage: 0.287%
  • GRT Residual Overflow: 0
  • GR Util met2: ~8%
  • Pin count of the biggest net entering global routing: 23

Synth
  • Synthesis area per yosys: 1140 sq um
  • Dominant combinational family: simple AND/OR/NAND/NOR gates
  • Post-synth mux share: 0%
  • Cell count in the Yosys report: 119
  • Seq share, synth: approximately half
  • Cell Type Count: 40
  • Mapped Cells: 119
  • Synth Area in Simple Gates: 24.9%
  • Synthesized cell area: 1140 sq um
  • XOR/XNOR Area Share: 4.60%
  • Syn_area_per_cell: 9.61 sq um
  • Synth Area in Adders: under 10%
  • Main flop type: dfxtp_1
  • Ys flops: 23
  • Warnings from Yosys: 1
  • Yosys aoi share: 15.4%
  • Post-synth EDFFs: 10
  • Async SR Flop Fraction: 0%

Run
  • Maximum Capacitance Violations: 0
  • Tool warnings: 28

Critical path
  • Worst Path Max Fanout: 2
  • Worst EP arrival: 0.33 ns
  • CP peak stage delay: 0.30 ns
  • CP endpoint kind: flop
  • CP Data Required Time: 0.89 ns
  • CP Cell Sequence: inv_1
  • CP bufs+invs: 1
  • CP Launch Type: flop
  • Crit-path leading delay family: flip-flops
  • Worst path slowest cell: dfxtp_1
  • Crit path kind: reg2reg

Placed design
  • Gpl congestion: ~0.8
  • HPWL Detailed: ~1900 um
  • PortBufs: 23

Layout
  • FILL cells: between 500 and 600
  • Layout cells sized above 1: 5.76%
  • Area Growth Syn to Fin: 26.8%

Hold path
  • Worst hold path class: reg2reg
cell families after synthesis:
logic type | Yosys count
AND-OR/OR-AND | 26
XOR/XNOR | 6
adder cells (fa/ha/maj) | 2
buffers and inverters | 10
flip-flops | 23
AND/OR/NAND/NOR | 52
synth_stat cells, drive strengths merged, types with 2 or more instances:
library cell | number | area share [%]
a21boi | 3 | 2.3
a21oi | 7 | 3.4
and2 | 3 | 1.6
buf | 3 | 1.5
dfxtp | 13 | 23
edfxtp | 10 | 26
ha | 2 | 2.2
inv | 6 | 2.0
nand2 | 4 | 1.3
nand3 | 11 | 5.3
nand4 | 4 | 2.2
nor2 | 11 | 3.6
nor2b | 2 | 1.1
nor3 | 3 | 1.3
nor4 | 2 | 1.1
o21ai | 6 | 2.6
o31ai | 3 | 2.0
or3 | 5 | 2.7
xnor2 | 3 | 2.3
xor2 | 3 | 2.3
final cells by class:
cell class | instances | area [sq um] | share of cell area [%]
tap | 72 | 90.1 | 6.21
inverter | 6 | 22.5 | 1.55
multi-input combinational | 86 | 539 | 37.2
timing repair buffer | 24 | 238 | 16.4
sequential | 23 | 561 | 38.7
cell usage in the layout, fill, tap and decap left out, drive strengths merged, types with 2 or more instances in the layout:
cell,netlist,final
and2,3,3
xnor2,3,3
nand4,4,4
or3,5,5
a21boi,3,3
o21ai,6,6
nor3,3,3
nor2b,2,2
inv,6,6
nand3,11,11
ha,2,2
o31ai,3,3
clkdlybuf4s50,0,23
xor2,3,3
edfxtp,10,10
nor2,11,11
dfxtp,13,13
nand2,4,4
nor4,2,2
a21oi,7,7
metal layers:
metal | share of wire [%] | wire length (um)
met1 | 49 | 1250
met3 | 2.1 | 53
met2 | 48 | 1230
met5 | 0 | 0
met4 | 0 | 0
power by group through the flow:
stage	sequential, mW	clock (mW)	combinational [mW]
CTS	0.0407	0	0.000000274
finish	0.0407	0	0.000000274
global route	0.0407	0	0.000000274
metrics by stage:
| step | cells | area [sq um] | util (%) | setup WS, ns | hold WS (ns) |
|---|---|---|---|---|---|
| 2_1_floorplan | 119 | 1140 | - | 0.564 | 0.350 |
| 6_report | 211 | 1450 | 25.7 | 0.555 | 0.359 |
| 3_3_place_gp | 211 | 1450 | 25.7 | 0.552 | 0.360 |
| 5_1_grt | 211 | 1450 | 25.7 | 0.545 | 0.369 |
| 4_1_cts | 211 | 1450 | 25.7 | 0.551 | 0.362 |
| 3_5_place_dp | 211 | 1450 | 25.7 | 0.551 | 0.362 |
sequential cells by signal (all words and copies together), names as in the netlist:
name,count
vCount,10
hCount,10
pulse,1
bright,1
clk25,1
path summary, 6_finish.rpt:
| kind | end | from | cells past startpoint | slack, ns |
|---|---|---|---|---|
| max reg2reg | pulse$_DFF_P_ | pulse$_DFF_P_ | 1 | 0.55 |
| min | pulse$_DFF_P_ | pulse$_DFF_P_ | 1 | 0.36 |
| min reg2reg | pulse$_DFF_P_ | pulse$_DFF_P_ | 1 | 0.36 |
| max | pulse$_DFF_P_ | pulse$_DFF_P_ | 1 | 0.55 |
Power and IR drop assume default switching activity.
